==> flow/design.v <==
module vgaGame(input  logic clk, reset,
               input  logic [9:0] p1y1, p1y2,
               input  logic [9:0] p2y1, p2y2,
	       input  logic [9:0] ballx1, ballx2,
	       input  logic [9:0] bally1, bally2,
               output logic vgaclk,           
               output logic hsync, vsync, 
               output logic sync_b, blank_b,  
               output logic [7:0] r, g, b);   
  logic [9:0] x, y; 
  always_ff @(posedge clk, posedge reset)
    if (reset)
	   vgaclk = 1'b0;
    else
	   vgaclk = ~vgaclk;
  vgaController vgaCont(vgaclk, reset, hsync, vsync, sync_b, blank_b, x, y); 
  videoGen videoGen(x, y, p1y1, p1y2, p2y1, p2y2, ballx1, ballx2, bally1, bally2, r, g, b); 
endmodule 
module vgaController #(parameter HBP     = 10'd48,    
                                 HACTIVE = 10'd640,   
                                 HFP     = 10'd16,    
                                 HSYN    = 10'd96,    
                                 HMAX    = HBP + HACTIVE + HFP + HSYN,  
                                 VBP     = 10'd32,    
                                 VACTIVE = 10'd480,   
                                 VFP     = 10'd11,    
                                 VSYN    = 10'd2,     
                                 VMAX    = VBP + VACTIVE + VFP  + VSYN)  
     (input  logic vgaclk, reset,
      output logic hsync, vsync, sync_b, blank_b, 
      output logic [9:0] hcnt, vcnt); 
      always @(posedge vgaclk, posedge reset) begin 
        if (reset) begin
          hcnt <= 0;
          vcnt <= 0;
        end
        else  begin
          hcnt++; 
      	   if (hcnt == HMAX) begin 
            hcnt <= 0; 
  	        vcnt++; 
  	        if (vcnt == VMAX) 
  	          vcnt <= 0; 
          end 
        end
      end 
      assign hsync  = ~( (hcnt >= (HACTIVE + HFP)) & (hcnt < (HACTIVE + HFP + HSYN)) ); 
      assign vsync  = ~( (vcnt >= (VACTIVE + VFP)) & (vcnt < (VACTIVE + VFP + VSYN)) ); 
      assign sync_b = 1'b0;   
      assign blank_b = (hcnt < HACTIVE) & (vcnt < VACTIVE); 
endmodule 
module videoGen(input  logic [9:0] x, y,
                input  logic [9:0] p1y1, p1y2,
                input  logic [9:0] p2y1, p2y2,
		input  logic [9:0] ballx1, ballx2,
		input  logic [9:0] bally1, bally2,
                output logic [7:0] r, g, b); 
  logic inp1, inp2, inball, inbartop, inbarbot; 
  rectgen barrierTop(x, y, 10'd1, 10'd1, 10'd640, 10'd10, inbartop);
  rectgen barrierBottom(x, y, 10'd1, 10'd471, 10'd640, 10'd480, inbarbot);
  rectgen paddle1(x, y, 10'd50, p1y1, 10'd75, p1y2, inp1); 
  rectgen paddle2(x, y, 10'd565, p2y1, 10'd590, p2y2, inp2);
  rectgen ball(x, y, ballx1, bally1, ballx2, bally2, inball);
  assign {r, g, b} = (inball) || (inp1) || (inp2) || (inbartop) || (inbarbot) ? {8'hFF, 8'hFF, 8'hFF} : {8'h00, 8'h00, 8'h00};
endmodule
module rectgen(input  logic [9:0] x, y, left, top, right, bot, 
               output logic inrect);
  assign inrect = (x >= left & x < right & y >= top & y < bot); 
endmodule 
==> flow/run.sh <==
#!/bin/bash
# OpenROAD 26Q1-2900-gdf79404cd8, Yosys 0.63+post, stock flow scripts
make -C /OpenROAD-flow-scripts/flow DESIGN_CONFIG=/design/flow/config.mk WORK_HOME=/design/flow/orfs finish
==> flow/config.mk <==
export PLATFORM = sky130hd
export DESIGN_NAME = vgaGame
export DESIGN_NICKNAME = vgaGame
export VERILOG_FILES = /design/flow/design.v
export SDC_FILE = /design/flow/constraint.sdc
export NUM_CORES = 4
export LEC_CHECK = 1
export CORE_UTILIZATION = 30
==> flow/constraint.sdc <==
current_design vgaGame

set clk_period 4.5
set clk_io_pct 0.2

create_clock -name clk0 -period $clk_period [get_ports {clk}]

set non_clock_inputs [all_inputs -no_clocks]
set_input_delay [expr $clk_period * $clk_io_pct] -clock clk0 $non_clock_inputs
set_output_delay [expr $clk_period * $clk_io_pct] -clock clk0 [all_outputs]
==> results.sh <==
# source this file to load flow results
export IMPL_area_growth_syn_to_layout_pct=34.4
export IMPL_n_fill_cell=1130
export IMPL_post_drt_wl_per_cell_um=13.1
export IMPL_max_freq_ghz=0.229
export IMPL_fa_ha_area_share_pct=29.5
export IMPL_syn_inst=441
export IMPL_r2r_cells=1
export IMPL_globalplace_congestion=0.855
export IMPL_irDropWorstVdd_mv=0.0246
export IMPL_synth_cell_types=59
export IMPL_antenna_left=0
export IMPL_port_buffers=109
export IMPL_use_met1_pct=21.5
export IMPL_cts_hold_buf=0
export IMPL_use_met3_pct=0.479
export IMPL_seqPwrFrac_pct=6.2
export IMPL_yosys_area_share_simple_pct=18.1
export IMPL_gr_total_overflow=0
export IMPL_p_switching_uw=47.6
export IMPL_cp_max_fo=6
export IMPL_drt_wl_total_mm=8.70
export IMPL_critPathLaunchType="primary input"
export IMPL_worstSetupEndpoint="b[4]"
export IMPL_dp_slack_ns=0.0667
export IMPL_logic_family="adder cells"
export IMPL_grt_pass1_vias=3006
export IMPL_cp_arrival_ns=3.47
export IMPL_grtUsageTotal_pct=14.6
export IMPL_dpl_cell_area_mm2=0.00456
export IMPL_reg2reg_slack_ns=3.54
export IMPL_antenna_found_initial=0
export IMPL_xor_share_pct=3.73
export IMPL_yosys_cells=441
export IMPL_edf_count=0
export IMPL_sw_frac_of_total_pct=33.0
export IMPL_p_comb_share_pct=93.8
export IMPL_fp_row_count=39
export IMPL_floorplan_core_util_pct=30.9
export IMPL_grt_max_degree=25
export IMPL_ys_flops=21
export IMPL_ios=111
export IMPL_untimed_endpoints=23
export IMPL_path_clk_slew_ns=0
export IMPL_syn_area_mm2=0.00352
export IMPL_ys_warn_count=2
export IMPL_grtUsageMet2_pct=25.2
export IMPL_pwr_share_clk_pct=0
export IMPL_antenna_cells=0
export IMPL_muxShareOfSynthArea_pct=0.284
export IMPL_die_h_um=110
export IMPL_outcome="complete, no violations"
export IMPL_p_int_uw=96.4
export IMPL_drive_gt1_share_pct=6.33
export IMPL_die_w_um=110
export IMPL_first_iter_violations=149
export IMPL_yosysChipArea_mm2=0.00352
export IMPL_grt_pass1_wl_mm=14.0
export IMPL_synthAoiAreaFrac_pct=16.8
export IMPL_post_cts_resized=0
export IMPL_ff_type="dfrtp_1"
export IMPL_fin_area_mm2=0.00474
export IMPL_critPathKind="primary input to output port"
export IMPL_viasPerCell=4.79
export IMPL_drc=0
export IMPL_r2r_end="vgaclk$_DFF_PP0_"
export IMPL_hp_class="flip-flop to flip-flop"
export IMPL_leakage_uw=0.00241
export IMPL_worstMarginPinSlew_ns=0.642
export IMPL_period_minus_slack_ns=4.37
export IMPL_stdcell_count=664
export IMPL_relSlewSlack_pct=57.2
export IMPL_power_density_mw_per_mm2=30.4
export IMPL_warning_count=33
export IMPL_hpwl_mm=6.66
export IMPL_gr_max_usage_layer="met2"
export IMPL_cap_violations=0
export IMPL_cp_end_kind="output port"
export IMPL_crit_required_ns=3.60
export IMPL_ys_seq_share_pct=14.9
export IMPL_drv_slew=0
export IMPL_clkLatencyLatePin_ns=0
export IMPL_cts_setup_buffers=0
export IMPL_dr_pass1_iters=4
export IMPL_min_period_over_period_pct=97.1
export IMPL_worstSetupStartpoint="p1y1[0]"
export IMPL_num_vias=3179
export IMPL_dieArea_mm2=0.0122
export IMPL_core_region_area_mm2=0.0114
export IMPL_seqCellArea_um2=526
export IMPL_setup_violations=0
export IMPL_worst_slack_ns=0.131
export IMPL_final_comb_area_mm2=0.00253
export IMPL_fin_skew_ns=0
export IMPL_place_inst=661
export IMPL_unclocked_pins=20
export IMPL_async_flop_share_pct=100
export IMPL_min_from="vgaclk$_DFF_PP0_"
export IMPL_hold_viol_final=0
export IMPL_reg2reg_from="vgaclk$_DFF_PP0_"
export IMPL_syn_avg_cell_area_um2=7.99
[critical path, cell delays in order]
cell             delay [ns]
clkdlybuf4s50_1        0.41
ha_1                   0.28
nand2b_1               0.14
a21o_1                 0.17
a21oi_1                0.14
o21ai_0                0.16
a221oi_2               0.39
o2111ai_4              0.25
clkbuf_16              0.22
clkdlybuf4s50_1        0.40
[layer usage]
metal | share of wire [%] | vias up
met3 | 5.9 | 2
met1 | 48 | 1411
met5 | 0 | -
li1 | - | 1665
met4 | 0.13 | 0
met2 | 46 | 101
[cells in the mapped netlist, types with 13 or more instances]
library cell	count	share of area [%]
inv_1	84	8.9
buf_4	25	5.3
nand2_1	20	2.1
ha_1	83	29
a21oi_1	26	3.7
a21o_1	13	2.8
dfrtp_1	21	15
nor2_1	15	1.6
nand4_1	13	2.3
o21ai_0	21	3.0
nand3_1	18	2.6
[through the flow]
stage | utilization [%] | total power (uW) | TNS [ns] | hold WS (ns)
6_report | 41.5 | 144 | 0 | 0.762
5_1_grt | 41.5 | 162 | -0.132 | 0.824
4_1_cts | 39.9 | 141 | 0 | 0.783
3_5_place_dp | 39.9 | 140 | 0 | 0.783
3_3_place_gp | 39.9 | 138 | 0 | 0.770
2_1_floorplan | - | 56.8 | 0 | 0.604
[cell type report]
type	instances	share of cell area [%]
inverter	84	6.66
tap	143	3.78
timing repair buffer	114	25.0
sequential	21	11.1
multi-input combinational	302	53.5
[cells in the final DEF, fill, tap and decap left out, types with 3 or more instances in the layout]
cell,Yosys,layout
a21o_1,13,13
a21oi_1,26,22
a21oi_2,0,4
and3_1,3,3
clkdlybuf4s50_1,0,107
dfrtp_1,21,21
ha_1,83,79
ha_4,0,4
inv_1,84,82
nand2_1,20,20
nand2b_1,9,9
nand3_1,18,18
nand4_1,13,13
nand4b_1,3,3
nor2_1,15,15
nor2b_1,5,5
o2111ai_1,6,4
o21ai_0,21,17
o21ai_1,1,5
o22ai_1,3,3
xnor2_1,9,9
xor2_1,6,6
[power by group through the flow]
stage	combinational [uW]	sequential (uW)	clock (uW)
final	135	8.97	0
after global routing	153	8.97	0
after CTS	132	8.97	0
[flip-flops by register name, indices dropped and copies added, names as in the netlist]
signal	count
vgaclk	1
vgaCont.hcnt	10
vgaCont.vcnt	10
[kinds of logic (layout without fill, tap and decap cells)]
family,Yosys count,in the layout
buffers and inverters,118,198
and+or+nand+nor,112,112
AOI/OAI and AO/OA,90,90
adders and majority gates,83,83
DFF,21,21
xor gates and xnor gates,15,15
other,1,1
muxes,1,1
[worst min-delay path by stage]
| stage | slack [ns] | depth (start not counted) | to |
|---|---|---|---|
| after CTS | 0.78 | 1 | vgaclk$_DFF_PP0_ |
| after global routing | 0.82 | 1 | vgaclk$_DFF_PP0_ |
| final | 0.76 | 1 | vgaclk$_DFF_PP0_ |
Power and IR drop assume default switching activity.
