--- /design/flow/run.sh ---
#!/bin/bash
# OpenROAD 26Q1-2900-gdf79404cd8, Yosys 0.63+post, stock flow scripts
make -C /OpenROAD-flow-scripts/flow DESIGN_CONFIG=/design/flow/config.mk WORK_HOME=/design/flow/orfs finish
--- /design/flow/config.mk ---
export PLATFORM = sky130hd
export DESIGN_NAME = scoreDisplay
export DESIGN_NICKNAME = scoreDisplay
export VERILOG_FILES = /design/flow/design.v
export SDC_FILE = /design/flow/constraint.sdc
export NUM_CORES = 4
export LEC_CHECK = 1
export CORE_AREA = 10 10 70 70
export DIE_AREA = 0 0 80 80
--- /design/flow/constraint.sdc ---
current_design scoreDisplay

set clk_period 1.5
set clk_io_pct 0.2

create_clock -name clk0 -period $clk_period

set non_clock_inputs [all_inputs -no_clocks]
set_input_delay [expr $clk_period * $clk_io_pct] -clock clk0 $non_clock_inputs
set_output_delay [expr $clk_period * $clk_io_pct] -clock clk0 [all_outputs]
--- /design/flow/design.v ---
module sevenseg(input logic [3:0] data,
		output logic [6:0] segments);
	always_comb
		begin
	case (data)
	0: segments = 7'b100_0000;
	1: segments = 7'b111_1001;
	2: segments = 7'b010_0100;
	3: segments = 7'b011_0000;
	4: segments = 7'b001_1001;
	5: segments = 7'b001_0010;
	6: segments = 7'b000_0010;
	7: segments = 7'b111_1000;
	8: segments = 7'b000_0000;
	9: segments = 7'b001_1000;
	10: segments = 7'b111_1111;
	default: segments = 7'b111_1111;
	endcase
	end
endmodule
module scoreDisplay(input  logic clk, reset,
					 input  logic [3:0] p1score,
					 input  logic [3:0] p2score,
					 output logic [6:0] p,
					 output logic [6:0] n);
	sevenseg score1(p1score, n);
	sevenseg score2(p2score, p);
endmodule
==> flow_summary.toml <==
# generated from flow reports
[min_path]
hold_depth = 5
min_to = "n[4]"
hp-start = "p1score[0]"
hold_path_class = "in -> out"

[synthesis]
ys.warnings.count = 1
ys_cells = 67
syn_area_per_cell_sq_um = 6.41
synth_cell_types = 13
synth_area_sq_um = 429
ys_area_sq_um = 429
yosysSeqAreaShare_pct = 0
synth_cells = 67

[layout]
clock_buffers = 0
design.seq.count = 0
mostFrequentLayoutCells = "o21ai_1 (14), buf_4 (14), buf_6 (10)"
fillerInstances = 366
logic_area_sq_um = 468
fin_util_pct = 26.5
fin_cells = 152
drive_gt1_share_pct = 51.9
layout.area.seq_sq_um = 0
syn_to_final_growth_pct = 111

[final_timing]
slew_headroom_pct = 85.6
fmax_mhz = 682
finalSetupViolCount = 0
worst_pin_slew_ns = 0.216
fin_crit_sh_pct = 97.8
hold_viol = 0
fin_crit_ns = 1.47
fin_setup_tns_ns = 0
maxSlewViolCount = 0
rsz0062_at_grt = "true"

[cts]
ctsHoldBuffers = 0

[die]
die_w_um = 80
fp.dieArea_sq_mm = 0.00640
row_count = 21
fp_util_pct = 12.6
die_h_um = 80
core_area_sq_mm = 0.00342
pin_count = 24

[power_and_ir_drop]
peakVddDrop_uv = 107
power_uw = 230
p_leak_nw = 0.421
power_density_mw_per_mm2 = 254

[setup_path]
crit_buf_inv = 3
crit_path_cell_trace = "buf_2 -> buf_6 -> ha_4 -> nor3b_2 -> nor2_1 -> dlygate4sd2_1"
cp_max_fo = 6
cpPeakStageDelay_ns = 0.24
critPathArrivalTime_ns = 1.17
cp-end-kind = "output port"
slowest_stage = "dlygate4sd2_1"
path_class = "in -> out"
worst_path_dominant_cell_family = "buffers and inverters"
startpoint = "p1score[1]"
required_ns = 1.20
start_kind = "primary input"

[drt]
num_vias = 598
drt_drc_violations_left = 0
firstDrtPassIters = 4
antenna_left = 0
via_per_inst = 3.93
wl_per_cell_um = 10.2
n_antenna_cell = 0
drt_iter0_markers = 17
wl_um = 1540

[placement]
portBuffers = 22
gp_congestion = 0.773
dp_hpwl_um = 1040
placed_cells = 145

[grt]
grt_max_degree = 11
antenna_found_initial = 0
grt_pass1_wl_um = 2420
grt-ovfl-total = 0
grt_pass1_vias = 561
grt_usage_pct = 4.23

[outcome]
status = "finished clean"

[flow_run]
maxCapViolations = 0
warnings = 43
==> where the power goes <==
| group | internal (mW) | total [mW] | switching, mW |
|---|---|---|---|
| Sequential | 0 | 0 | 0 |
| Clock | 0 | 0 | 0 |
| Combinational | 0.133 | 0.230 | 0.0974 |
==> per-layer routing <==
| metal | share of wire, % | vias up | GRT usage, % | wire length (um) |
|---|---|---|---|---|
| met1 | 50 | 270 | 5.93 | 767 |
| met4 | 0 | 0 | 0 | 0 |
| met2 | 38 | 24 | 6.26 | 591 |
| met5 | 0 | - | 0 | 0 |
| met3 | 12 | 0 | 1.70 | 184 |
| li1 | - | 304 | - | - |
==> cell usage after synthesis <==
cell | n | area share [%]
o21ai_0 | 3 | 3.5
o21ai_1 | 13 | 15
nand2_1 | 4 | 3.5
inv_1 | 6 | 5.2
nor2_1 | 7 | 6.1
buf_2 | 2 | 2.3
nor3b_2 | 2 | 5.8
nand2b_1 | 8 | 12
buf_6 | 2 | 5.2
a31oi_1 | 1 | 1.5
a21oi_1 | 8 | 9.3
ha_1 | 10 | 29
or2_1 | 1 | 1.5
==> layout make-up <==
type               count  share of cell area, %
multi-input cells     57                   51.7
repair buffers        43                   39.2
inverters              6                   2.76
well taps             46                   6.35
==> through the flow <==
| stage | worst slack (ns) | hold slack (ns) | area (sq um) |
|---|---|---|---|
| finish | 0.0328 | 1.05 | 906 |
| global route | -0.0227 | 1.11 | 906 |
| CTS | 0.00105 | 1.08 | 868 |
| detailed placement | -0.683 | 1.68 | 779 |
| global placement | -0.719 | 1.69 | 779 |
| floorplan | 0.313 | 0.666 | 429 |
==> worst max-delay path by stage <==
stage	to	slack, ns	depth (start not counted)
6_report	n[5]	0.03	6
4_1_cts	n[5]	0.001	6
5_1_grt	p[0]	-0.02	7
==> cell families (layout without fill, tap and decap cells) <==
| group | Yosys count | after routing | share of synthesized area [%] |
|---|---|---|---|
| buffers and inverters | 10 | 49 | 12.8 |
| and+or+nand+nor | 22 | 22 | 28.6 |
| adders and majority gates | 10 | 10 | 29.2 |
| AOI/OAI and AO/OA | 25 | 25 | 29.4 |
==> repair_timing <==
action                                  4_1_cts  5_1_grt
pin swaps                                    17        9
endpoints found under the setup margin       14       11
buffers inserted                              5        1
gates resized                                73       18
gates cloned                                  1        0
No activity file was given, so power comes from the tool's default toggle rates.
